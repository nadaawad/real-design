===== /design/flow/design.v =====
module normlize(sum, biggerexp, presticky, guard, effop, normsum,
	normalshift, round, sticky, zero, denorm, inex, overexp);
input	[25:0]		sum;		 
input	[8-1:0]		biggerexp;	 
input				presticky;	 
input				guard;		 
input				effop;		 
output	[23-1:0]		normsum;	 
output	[5-1:0]		normalshift;	 
output				round;		 
output				sticky;		 
output				zero;		 
output				denorm;		 
output				inex;		 
output	[8:0]		overexp;	 
wire	[8-1:0]		biasexp;	 
wire	[5-1:0]		shiftamount;	 
wire	[25:0]		shiftedsum;	 
wire				shifttwo;	 
assign normalshift =
		sum[25] ? 0 :
		sum[24] ? 1 :
		sum[23] ? 2 :
		sum[22] ? 3 :
		sum[21] ? 4 :
		sum[20] ? 5 :
		sum[19] ? 6 :
		sum[18] ? 7 :
		sum[17] ? 8 :
		sum[16] ? 9 :
		sum[15] ? 10 :
		sum[14] ? 11 :
		sum[13] ? 12 :
		sum[12] ? 13 :
		sum[11] ? 14 :
		sum[10] ? 15 :
		sum[9] ? 16 :
		sum[8] ? 17 :
		sum[7] ? 18 :
		sum[6] ? 19 :
		sum[5] ? 20 :
		sum[4] ? 21 :
		sum[3] ? 22 :
		sum[2] ? 23 :
		sum[1] ? 24 : 25;
assign overexp = biggerexp - normalshift;
assign shiftamount = (overexp[8] ) ? biggerexp : normalshift;
assign shiftedsum = sum << shiftamount;
assign shifttwo = effop & ~|normalshift[5-1:2] & normalshift[1] & ~normalshift[0];
assign normsum = shiftedsum[25-1:2];
assign round = shifttwo ? (presticky ^ guard) : (~(|normalshift[5-1:1] & effop) & shiftedsum[1]);
assign sticky = shifttwo ? presticky : (shiftedsum[0] | guard | presticky);
assign zero = ~|shiftedsum;		 
assign denorm = overexp[8] & |normsum;
assign inex = round | sticky;		 
endmodule

===== /design/flow/run.sh =====
#!/bin/bash
# OpenROAD 26Q1-2900-gdf79404cd8, Yosys 0.63+post, stock flow scripts
make -C /OpenROAD-flow-scripts/flow DESIGN_CONFIG=/design/flow/config.mk WORK_HOME=/design/flow/orfs finish

===== /design/flow/config.mk =====
export PLATFORM = sky130hd
export DESIGN_NAME = normlize
export DESIGN_NICKNAME = normlize
export VERILOG_FILES = /design/flow/design.v
export SDC_FILE = /design/flow/constraint.sdc
export NUM_CORES = 4
export LEC_CHECK = 1
export CORE_AREA = 10 10 111 111
export DIE_AREA = 0 0 121 121

===== /design/flow/constraint.sdc =====
current_design normlize

set clk_period 19.8
set clk_io_pct 0.2

create_clock -name clk0 -period $clk_period

set non_clock_inputs [all_inputs -no_clocks]
set_input_delay [expr $clk_period * $clk_io_pct] -clock clk0 $non_clock_inputs
set_output_delay [expr $clk_period * $clk_io_pct] -clock clk0 [all_outputs]

==> results.toml <==
# implementation run metrics
[run_status]
outcome = "finished clean"

[sta]
tns_ps = 0
max_slew_margin_pct = 53.7
tightest_slew_ps = 685
finalCriticalPeriod_ps = 14070
finalClockPeriodUsage_pct = 71.1
rsz0062_at_grt = "no"
drv_slew = 0
hold_viol = 0
setup_viol = 0
max_freq_mhz = 71.1

[layout]
seq_cell_count = 0
final_common_cell = "clkdlybuf4s50_1"
design_area_um2 = 3210
utilization_pct = 32.6
register_area_um2 = 0
drive_above_1_share_pct = 7.80
fillers = 1054
area_growth_pct = 33.0
lay_top_cells = "clkdlybuf4s50_1, mux2i_1, nand2_1"
clock_buffers = 0

[global_route]
grt_pass1_wl_um = 16300
gr-total-overflow = 0
grt_max_degree = 33
grt_pass1_vias = 3007
track_usage_pct = 13.5
antenna_found_initial = 0

[placed_design]
gp_congestion = 0.921
io_buffers = 79
dpl_cell_area_um2 = 3210
hpwl_um = 8170

[synthesis]
ys_chip_area_um2 = 2420
yosysUniqueCellTypes = 68
topCellsByArea = "mux2i_1, nand2_1, nor2_1, nand3_1, a21o_1"
synth.yosys.warnings = 0
top_area_cell = "mux2i_1"
synth_stat.cells = 349
top_cell_area_share_pct = 17.4
synth_area_um2 = 2420
netlist_instances = 349
ys_seq_share_pct = 0
syn_avg_cell_area_um2 = 6.92

[clocking]
cts_setup_buffers = 0
hold_buffers = 0
post_cts_resize_count = 0

[floorplanning]
rows = 36
core_um2 = 9860
die_w_um = 121
fp_util_pct = 24.5
ios = 79
fp.dieH_um = 121
chipArea_um2 = 14600

[routing]
n_antenna_cell = 0
wl_met2_um = 4700
wl_met3_um = 777
drc = 0
first_pass_iters = 5
via_count = 3004
ant_nets = 0
drt-met1-wl_um = 4530
avgViaCountPerCell = 5.53
drt-total-wl_um = 10100
top_layer = "met4"
post_drt_wl_per_cell_um = 18.6
drt_iter0_markers = 291

[setup_path]
start_kind = "input port"
crit_path_end_kind = "primary output"
critPathKind = "in2out"
crit_fanout = 28
crit_required_ps = 15840
arrival_ps = 10110

[hold_path]
whs_endpoint = "overexp[7]"
hp-class = "in2out"
whs_path_depth = 3
min_from = "biggerexp[7]"

[flow_run]
maxCapViolCount = 0
warning_count = 32

[power_and_ir_drop]
power.density_nw_per_um2 = 29.1
power.leakage_nw = 1.32
ir_drop_mv = 0.0120
## kinds of logic after synthesis
| kind of cell | after synthesis | synth area share (%) |
|---|---|---|
| XOR/XNOR | 7 | 2.54 |
| adder cells (fa/ha/maj) | 6 | 3.42 |
| buffers and inverters | 41 | 12.1 |
| AND/OR/NAND/NOR | 131 | 26.3 |
| AND-OR/OR-AND | 115 | 34.6 |
| multiplexers | 49 | 21.1 |
## Yosys cell counts, types with 6 or more instances
master and number:
a21oi_1 15, nand3_1 18, buf_2 6, mux2i_1 42, a211oi_1 6, o21ai_0 16
nor3_1 11, nor2_1 29, nor4_1 9, inv_1 14, nand2_1 39, mux2_2 6
a21o_1 12, a31oi_1 6
## where the power goes
part,internal (W),switching (W)
Clock,0,0
Sequential,0,0
Combinational,0.0000473,0.0000461
## metrics by stage
stage	setup WS (ps)	total power [W]	instances	hold WS, ps
floorplan	8170	0.0000489	349	7950
global placement	5890	0.0000937	543	8920
detailed placement	5840	0.0000928	543	8930
CTS	5830	0.0000936	543	8940
global route	5370	0.000102	543	8970
finish	5730	0.0000934	543	8920
## per-layer routing
layer | vias up | global-route usage (%)
met2 | 128 | 21.8
li1 | 1460 | -
met5 | - | 0
met1 | 1406 | 18.9
met4 | 0 | 1.51
met3 | 10 | 2.27
## layout make-up
cell class                 instances  area, um2  area share (%)
inverter                          15       56.3            1.75
timing repair buffer              87        851            26.5
multi-input combinational        308       2140            66.6
tap                              133        166            5.18
## worst max path at each step
stage / from / end / slack [ps] / depth (start not counted)
4_1_cts: sum[23] / zero / 5830 / 21
5_1_grt: sum[23] / zero / 5370 / 21
6_report: sum[23] / zero / 5730 / 21
## critical path, stage by stage
cell and delay [ps]:
clkdlybuf4s50_1 540, nor4_1 560, nand2_1 100, a31oi_1 500, inv_1 160, ha_1 380
o21ai_0 150, o21ai_1 150, buf_4 200, inv_1 170, and2_2 260, a31oi_4 130
buf_4 380, mux2i_1 580, nor2_1 110, o22ai_1 370, o21ai_0 200, a2111oi_2 330
o2111a_1 260, and3_1 150, clkdlybuf4s50_1 460
Power figures rest on the tool's default switching activity, not on a simulated workload.
