File: /design/flow/design.v
module multiples_fifo (clk,fifo_write_enable,fifo_read_address,fifo_write_address,fifo_input_data,fifo_output_data);
input clk,fifo_write_enable;
input [12:0]fifo_read_address;
input [12:0]fifo_write_address;
input[31:0] fifo_input_data;
output [31:0] fifo_output_data;
wire[12:0] real_write_address ;
assign real_write_address = (fifo_write_address !=0) ?(fifo_write_address-1) :13'h9 ;
reg [31:0] mem [0:100];
assign fifo_output_data = mem[fifo_read_address];
always @(posedge clk)
begin
	if(fifo_write_enable)
		begin
			mem[(fifo_write_address-1+10)%10] <= fifo_input_data;
		end
end
endmodule
File: /design/flow/config.mk
export PLATFORM = sky130hd
export DESIGN_NAME = multiples_fifo
export DESIGN_NICKNAME = multiples_fifo
export VERILOG_FILES = /design/flow/design.v
export SDC_FILE = /design/flow/constraint.sdc
export NUM_CORES = 4
export LEC_CHECK = 1
export CORE_UTILIZATION = 30
File: /design/flow/constraint.sdc
current_design multiples_fifo

set clk_period 16.3
set clk_io_pct 0.2

create_clock -name clk0 -period $clk_period [get_ports {clk}]

set non_clock_inputs [all_inputs -no_clocks]
set_input_delay [expr $clk_period * $clk_io_pct] -clock clk0 $non_clock_inputs
set_output_delay [expr $clk_period * $clk_io_pct] -clock clk0 [all_outputs]
File: /design/flow/run.sh
#!/bin/bash
# OpenROAD 26Q1-2900-gdf79404cd8, Yosys 0.63+post, stock flow scripts
make -C /OpenROAD-flow-scripts/flow DESIGN_CONFIG=/design/flow/config.mk WORK_HOME=/design/flow/orfs finish
==> changes_impl.md <==
## Flow update

- Setup repair after global routing missed its margin: false
- Critical path launch point type: primary input
- Width of the chip: 654 um
- Count of final setup violators: 0
- Ranking of synthesized cells by instance count: sky130_fd_sc_hd__edfxtp_1, sky130_fd_sc_hd__mux4_2, sky130_fd_sc_hd__clkbuf_1, sky130_fd_sc_hd__buf_1, sky130_fd_sc_hd__mux2i_1
- Share of the core filled by cells before placement: 30.1%
- Residual overflow from global routing: 0
- Netlist Area Pre-Place: 127,000 um^2
- Post-CTS Resized: 0
- Count of antenna-violating nets left after detailed routing: 0
- Leakage power total: 0.0507 uW
- CTS tree: built
- Area figure in the yosys stat output: 127,000 um^2
- Initial antenna violation count: 9
- Root buf cell: sky130_fd_sc_hd__clkbuf_16
- Synth Flop Type: sky130_fd_sc_hd__edfxtp_1
- HPWL Detailed: 165 mm
- Count of library flops with an enable pin: 3,232
- Critical path required time: 16.87 ns
- Type of the tightest min-delay check: primary input to flip-flop
- Number of pins with negative max-slew slack in the final report: 0
- Number of hold buffers added after cts: 0
- Drt drc: 0
- Slew at the pin closest to its max-slew limit: 1.07 ns
- Number of DRC markers after the initial detailed-route iteration: 3,605
- Total number of vias: 59,500
- CP Class: primary input to flip-flop
- Standard cell with the maximum stage delay on the critical path: sky130_fd_sc_hd__nor2b_1
- Power per cell area: 142 nW/um^2
- Seq cells post-synth: 3,232
- Portion of total power attributed to sequential cells: 48.2%
- Sequential element share of the synthesized area: 76.1%
- Clk pin slew, worst setup/hold paths: 0.06 ns
- Largest fanout of any net on the critical path: 24
- Routed wire length: 278 mm
- CTS Buf Count: 319
- Post-synth top area share: 76.1%
- Final setup slack of the worst path: 1.21 ns
- Register bank with the most flops: mem
- Arrival time at the worst endpoint: 15.66 ns
- Reported max-cap violation count: 0
- Number of distinct library cells after synthesis: 102
- Final worst-path cycle share: 92.6%
- Number of cells in the yosys synthesis report: 5,447
- Global-route wire length before repair: 415 mm
- Tool warning count: 48
- Clock sink total: 3,232
- Number of top-level pins: 92
- Number of I/O port buffers: 85
- Combinational cell fraction of total power: 19.3%
- Met2 Usage GRT: 22.5%
- Total power draw: 21,800 uW
- Chip area: 428,000 um^2
- Part of the total power dissipated in the clock network: 32.5%
- Maximum buffer depth of the clock tree: 4
- Maximum level of the CTS H-tree: 5
- Sw Share: 26.3%
- Internal cell power: 16,100 uW
- Yosys top cell by instances: sky130_fd_sc_hd__edfxtp_1
- Largest net degree at the start of global routing: 102
- Outcome: finished, final reports clean
- Post-layout minimum cycle time: 15.09 ns
- Number of flip-flops under the largest register name: 3,232
- Max-Slew Margin vs Limit: 28.9%
- Peak VDD IR: 0.000313 V
- Kind of capture point of the worst setup path: flip-flop
- Most heavily used metal layer in global routing: met2
- Largest stage delay on the critical path: 0.67 ns
- Fraction of final layout cells with drive strength greater than 1: 26.0%
- Tally of yosys warning messages: 1
- Number of iterations in the first detailed-routing pass: 7
- # rows: 239
- Routed len/inst: 21.1 um
- Net switching component of the power: 5740 uW
- Post-DR vias/cell: 4.51
- Vias in the first global route: 65,100
- Overall global routing resource usage: 14.2%
- Largest cells by area after synthesis: sky130_fd_sc_hd__edfxtp_1, sky130_fd_sc_hd__mux4_2, sky130_fd_sc_hd__mux2i_1
- Final Hold Fails: 0
- Avg Cell Area, Syn: 23.4 um^2
- Most area-hungry cell type in the Yosys netlist: sky130_fd_sc_hd__edfxtp_1
- Routability congestion estimate from global placement: 0.864
- Synthesized instance count: 5,447
- Layout overhead on the synthesized area: 20.7%
- Met3 global-route usage: 9.39%
- FFs w/ async S/R, synth: 0%
- Worst setup slack before clock tree synthesis: 0.499 ns
- Core box area: 423,000 um^2
- Met1 track demand over resource in global routing: 16.0%
- Max Fclk: 66.3 MHz
- Y dimension of the die: 654 um
- Number of setup buffers added after CTS: 0
- Leading registers by flop count: mem (3232)
cells in the final DEF (no fill, tap or decap), types with 28 or more instances in the layout:
| cell | n |
|---|---|
| sky130_fd_sc_hd__edfxtp_1 | 3232 |
| sky130_fd_sc_hd__conb_1 | 1408 |
| sky130_fd_sc_hd__mux4_2 | 1024 |
| sky130_fd_sc_hd__clkbuf_16 | 333 |
| sky130_fd_sc_hd__buf_4 | 214 |
| sky130_fd_sc_hd__buf_12 | 111 |
| sky130_fd_sc_hd__mux2i_1 | 75 |
| sky130_fd_sc_hd__nand2_1 | 70 |
| sky130_fd_sc_hd__clkinv_1 | 70 |
| sky130_fd_sc_hd__nor2_1 | 66 |
| sky130_fd_sc_hd__clkbuf_1 | 63 |
| sky130_fd_sc_hd__a21oi_1 | 60 |
| sky130_fd_sc_hd__clkinv_2 | 53 |
| sky130_fd_sc_hd__o21ai_0 | 46 |
| sky130_fd_sc_hd__clkdlybuf4s50_1 | 46 |
| sky130_fd_sc_hd__a211oi_1 | 35 |
| sky130_fd_sc_hd__o211ai_1 | 35 |
| sky130_fd_sc_hd__buf_2 | 33 |
| sky130_fd_sc_hd__nor2b_1 | 30 |
| sky130_fd_sc_hd__mux2_2 | 28 |
| sky130_fd_sc_hd__xnor2_1 | 28 |
critical path: cells and delay by family:
family | cells | cell delay [ns]
AOI/OAI and AO/OA | 19 | 5.31
xor gates and xnor gates | 3 | 0.85
adders and majority gates | 2 | 0.59
buffers and inverters | 9 | 1.95
muxes | 2 | 0.82
and+or+nand+nor | 7 | 2.82
kinds of logic after synthesis:
group | share of synthesized area (%)
other cells | 0.00294
xor+xnor | 0.239
compound gates | 2.17
simple gates | 1.52
mux | 18.9
buf+inv | 0.938
flops | 76.1
fa+ha+maj | 0.0765
power groups by stage:
stage     logic, uW  registers (uW)  clock network (uW)
4_1_cts        4250           10500                7280
5_1_grt        4480           10600                7590
6_report       4200           10500                7080
final timing paths:
| kind | startpoint | to | slack, ns | depth (start not counted) |
|---|---|---|---|---|
| worst max-delay path | fifo_write_address[0] | mem[83][18]$_DFFE_PP_ | 1.21 | 42 |
| worst min-delay path | fifo_input_data[17] | mem[51][17]$_DFFE_PP_ | 2.70 | 1 |
metal layers:
metal  wire (um)  vias to the layer above
met4        8080                       10
met3       39500                      412
li1            -                    26100
met1       92300                    30100
met5         187                        -
met2      138000                     2912
metrics by stage:
stage / TNS (ns) / cell area [um^2] / utilization [%] / hold WS [ns] / std cells
finish: 0 / 154000 / 36.3 / 2.70 / 13200
detailed placement: 0 / 144000 / 34.0 / 3.55 / 12600
global placement: 0 / 144000 / 34.0 / 3.55 / 12600
floorplan: -45.08 / 133000 / - / 3.36 / 6854
CTS: 0 / 154000 / 36.3 / 2.63 / 13200
global route: 0 / 154000 / 36.3 / 2.66 / 13200
area by class of cell:
class	count	area (um^2)
clock buffers	396	8570
inverters	23	86.3
diodes	1	2.50
clock inverters	167	1440
fillers	38100	270000
flip-flops and latches	3232	97100
multi-input cells	3309	35000
well taps	5663	7090
repair buffers	409	4540
Power and IR drop assume default switching activity.
